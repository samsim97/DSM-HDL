**design/flow/design.v**
```verilog
package input_pkg;
endpackage
module delta_feedback #(
  parameter integer DATA_WIDTH = 16,
  parameter integer ADDITIONAL_DELTA_WIDTH = 1,
  parameter integer FEEDBACK_MAG = 1 << (DATA_WIDTH - 1)
) (
  input  wire signed [DATA_WIDTH-1:0] i_data,
  input  wire i_quantized_bit,
  output wire signed [DATA_WIDTH-1+ADDITIONAL_DELTA_WIDTH:0] o_delta
);
  localparam integer DELTA_WIDTH = DATA_WIDTH + ADDITIONAL_DELTA_WIDTH;
  wire signed [DELTA_WIDTH-1:0] w_data_ext = {{(DELTA_WIDTH-DATA_WIDTH){i_data[DATA_WIDTH-1]}}, i_data};
  assign o_delta = w_data_ext - (i_quantized_bit ? FEEDBACK_MAG : -FEEDBACK_MAG);
endmodule
module dsm_dac_old #(
  parameter integer DATA_WIDTH   = 16,
  parameter integer ACC_WIDTH    = DATA_WIDTH + 3
) (
  input  wire i_clk,
  input  wire i_rst_n,
  input  wire i_en,
  input  wire signed [DATA_WIDTH-1:0] i_data,
  output wire o_dac_bitstream
);
  localparam integer FEEDBACK_MAG = 1 << (DATA_WIDTH - 1);
  localparam integer ADDITIONAL_DELTA_WIDTH = 1;
  localparam integer DELTA_WIDTH  = DATA_WIDTH + ADDITIONAL_DELTA_WIDTH;
  wire signed [DELTA_WIDTH-1:0] w_delta_out;
  wire w_integrator_quantizer_out;
  delta_feedback #(
    .DATA_WIDTH(DATA_WIDTH),
    .ADDITIONAL_DELTA_WIDTH(ADDITIONAL_DELTA_WIDTH),
    .FEEDBACK_MAG(FEEDBACK_MAG)
  ) u_delta_feedback (
    .i_data(i_data),
    .i_quantized_bit(w_integrator_quantizer_out),
    .o_delta(w_delta_out)
  );
  integrator_quantizer #(
    .DATA_WIDTH(DELTA_WIDTH), 
    .ACC_WIDTH(ACC_WIDTH)
  ) u_integrator_quantizer (
    .i_clk(i_clk),
    .i_rst_n(i_rst_n),
    .i_en(i_en),
    .i_data(w_delta_out),
    .o_data(w_integrator_quantizer_out)
  );
  assign o_dac_bitstream = w_integrator_quantizer_out;
endmodule
module integrator_quantizer #(
  parameter integer DATA_WIDTH = 16,
  parameter integer ACC_WIDTH = DATA_WIDTH + 2
) (
  input  wire i_clk,
  input  wire i_rst_n,
  input  wire i_en,
  input  wire signed [DATA_WIDTH-1:0] i_data,
  output wire o_data
);
  reg signed [ACC_WIDTH-1:0] r_data;
  wire signed [ACC_WIDTH-1:0] w_data_ext = {{(ACC_WIDTH-DATA_WIDTH){i_data[DATA_WIDTH-1]}}, i_data};
  always @(posedge i_clk or negedge i_rst_n) begin
    if (!i_rst_n) begin
      r_data <= '0;
    end else if (i_en) begin
      r_data <= r_data + w_data_ext;
    end
  end
  assign o_data = (r_data >= 0) ? 1'b1 : 1'b0;
endmodule
```
**design/flow/run.sh**
```bash
#!/bin/bash
# OpenROAD 26Q1-2900-gdf79404cd8, Yosys 0.63+post, stock flow scripts
make -C /OpenROAD-flow-scripts/flow DESIGN_CONFIG=/design/flow/config.mk WORK_HOME=/design/flow/orfs finish
```
**design/flow/config.mk**
```make
export PLATFORM = sky130hd
export DESIGN_NAME = dsm_dac_old
export DESIGN_NICKNAME = dsm_dac_old
export VERILOG_FILES = /design/flow/design.v
export SDC_FILE = /design/flow/constraint.sdc
export NUM_CORES = 4
export LEC_CHECK = 1
export CORE_UTILIZATION = 30
```
**design/flow/constraint.sdc**
```tcl
current_design dsm_dac_old

set clk_period 5.2
set clk_io_pct 0.2

create_clock -name clk0 -period $clk_period [get_ports {i_clk}]

set non_clock_inputs [all_inputs -no_clocks]
set_input_delay [expr $clk_period * $clk_io_pct] -clock clk0 $non_clock_inputs
set_output_delay [expr $clk_period * $clk_io_pct] -clock clk0 [all_outputs]
```
==> qor.yml <==
synth:
  synthArstFlopShare_pct: 100
  ys_types: 49
  yosys_area_um2: 1680
  yosys_warnings: 1
  top_area_cell: "dfrtp_1"
  ys_seq_share_pct: 28.4
  synthCells: 184
  yosysTopAreaCellShare_pct: 28.4
  syn-cell-area_um2: 1680
  flop_cell: "dfrtp_1"
  synth-seq-cells: 19
  edf_count: 0
  avgSynthCellArea_um2: 9.11
  ys_cells: 184
  area_leaders: "dfrtp_1 28%, ha_1 13%, mux2_2 5.4%, xnor2_1 5.2%, a21oi_1 3.6%"
critical_path:
  critPathLaunchType: "input pin"
  required_ns: 5.36
  cp.arrival_ns: 3.36
  cp_max_fo: 18
  cp-end-kind: "flip-flop"
  setup.worst_path.class: "input pin to flip-flop"
routing:
  vias: 1381
  dr.pass1.iters: 4
  via_per_inst: 5.08
  drc: 0
  antennaDiodeCount: 0
  wl_mm: 3.46
  ant_nets: 0
  wl_per_cell_um: 12.7
  first_iter_violations: 68
clock_tree:
  root_buffer: "clkbuf_8"
  cts_tree: "built"
  clockBufferDepth: 2
  cts_hold_buf: 0
  cts_setup_buffers: 0
  cts_resized: 0
  cts-htree-levels: 1
  clk_latency_ns: 0.26
  clkTransAtPathRegs_ns: 0.07
  clkSinkCount: 19
  cts_made_buffers: 3
power_and_ir_drop:
  p_int_mw: 0.657
  combPwrFrac_pct: 67.9
  p_leak_nw: 0.840
  pwr-share-clk_pct: 9.1
  pwr_density_cell_nw_per_um2: 585
  netSwitchingPower_mw: 0.500
  irDropWorstVdd_mv: 0.227
  sw_frac_of_total_pct: 43.2
  pwr-share-seq_pct: 23.0
timing:
  finalClockSkew_ns: 0.00271
  final-setup-viol-count: 0
  finalSetupTns_ns: 0
  final_max_slew_viol_count: 0
  whs_ns: 0.492
  hold_violations: 0
  worst_pin_slew_ns: 0.723
  rsz0062_at_grt: "false"
  period_minus_slack_ns: 3.20
  max-slew-margin-rel_pct: 51.6
  fmax_ghz: 0.313
  period_used_pct: 61.5
floorplanning:
  die_w_um: 76.8
  ioPinCount: 20
  fp_util_pct: 32.0
  row_count: 26
  core_area_um2: 5240
  die_area_um2: 5890
  dieHeight_um: 76.8
grt:
  track_usage_pct: 12.8
  grt_overflow_total: 0
  grt_antenna_before_repair: 0
  grt_pass1_wl_mm: 6.09
  grt_max_degree: 20
  grt_pass1_vias: 1303
cells_and_area:
  layout-area-overhead-vs-synth_pct: 17.8
  drive_gt1_share_pct: 10.4
  fillCellCount: 523
  largestRegisters: "u_integrator_quantizer.r_data: 19 flops"
  largest_reg_flops: 19
  largest_register: "u_integrator_quantizer.r_data"
  lay_top_cells: "19 x clkdlybuf4s50_1, 19 x dfrtp_1, 18 x ha_1"
placement:
  portBuffers: 19
  globalplace.congestion: 0.854
  hpwlAfterDp_mm: 2.68
worst_hold_path:
  min_path_type: "flip-flop to flip-flop"
run:
  max_cap_violations: 0
  tool_warnings: 25
status:
  status: "finished, final reports clean"
## cells in the mapped netlist (2+ instances only)
master     n
o311ai_0   2
o211a_1    2
nand2b_1   2
mux2_2     8
o21ai_0    9
o21ai_1    2
nand2_1   11
nor3_1     4
clkbuf_1   3
a21o_1     4
o31ai_1    2
o21bai_1   3
mux2i_1    2
dfrtp_1   19
a21oi_2    4
a221o_1    2
ha_1      18
a21oi_1   12
inv_1      8
or4_1      2
nor2_1    15
xnor2_1   10
o211ai_1   3
nand4_1    4
nand3_1    4
o21a_1     4
a211oi_1   3
## layout make-up
| type | count | area (um2) | share of cell area, % |
|---|---|---|---|
| clock buffer | 4 | 45.0 | 2.28 |
| inverter | 9 | 33.8 | 1.71 |
| multi-input combinational | 150 | 1140 | 57.5 |
| sequential | 19 | 475 | 24.1 |
| tap | 70 | 87.6 | 4.43 |
| timing repair buffer | 20 | 198 | 10.0 |
## routing by layer
layer / vias to the layer above / GRT usage [%] / share of wire, %
li1: 731 / - / -
met3: 2 / 2.06 / 2.8
met2: 20 / 19.3 / 42
met4: 0 / 0.962 / 0.64
met1: 628 / 20.0 / 54
met5: - / 0 / 0
## final timing paths
| path | start | endpoint | slack, ns | depth (start not counted) |
|---|---|---|---|---|
| worst max-delay path | i_en | u_integrator_quantizer.r_data[17] | 2.00 | 4 |
| worst min-delay path | u_integrator_quantizer.r_data[16] | u_integrator_quantizer.r_data[16] | 0.49 | 2 |
| worst max register to register | u_integrator_quantizer.r_data[0] | u_integrator_quantizer.r_data[18] | 2.90 | 9 |
| worst min register to register | u_integrator_quantizer.r_data[16] | u_integrator_quantizer.r_data[16] | 0.49 | 2 |
| max in group asynchronous | i_rst_n | u_integrator_quantizer.r_data[7] | 3.87 | 2 |
| min in group asynchronous | i_rst_n | u_integrator_quantizer.r_data[16] | 1.11 | 2 |
## kinds of logic after synthesis
kind of cell	synth area share, %
AND-OR/OR-AND	25.7
XOR/XNOR	5.22
adder cells (fa/ha/maj)	14.6
buffers and inverters	3.88
flip-flops	28.4
multiplexers	7.46
AND/OR/NAND/NOR	14.8
## metrics by stage
step	area, um2	power, mW	instances	setup slack, ns	util, %
floorplan	1680	0.907	184	2.41	-
CTS	1980	1.16	272	1.99	37.7
global route	1980	1.29	272	1.79	37.7
global placement	1930	1.05	268	1.74	36.9
detailed placement	1930	1.05	268	1.72	36.9
finish	1980	1.16	272	2.00	37.7
## critical path: stages
cell             delay, ns
clkdlybuf4s50_1       0.94
clkinv_1              0.64
or4_1                 0.65
o2111ai_1             0.09
## power by group through the flow
stage / sequential, mW / combinational [mW] / clock [mW]
global route: 0.278 / 0.889 / 0.119
CTS: 0.267 / 0.785 / 0.112
finish: 0.266 / 0.786 / 0.105
Power is estimated from default activity; no workload was simulated.
