==> flow/design.v <==
package input_pkg;
endpackage
module input_fsm #(
  parameter integer DATA_WIDTH = 16,
  parameter integer HOLD_CYCLES = 1000
) (
  input  wire i_clk,
  input  wire i_rst_n,
  output wire signed [DATA_WIDTH-1:0] o_data
);
  localparam [1:0] INCREMENTING = 2'b00;
  localparam [1:0] DECREMENTING = 2'b01;
  localparam [1:0] HOLDING_LOW  = 2'b10;
  localparam [1:0] HOLDING_HIGH = 2'b11;
  reg signed [DATA_WIDTH-1:0] r_data, r_data_n;
  reg [31:0] clk_cycle_count, clk_cycle_count_n;
  reg [1:0] r_current_state, r_next_state;
  always @(posedge i_clk or negedge i_rst_n) begin
    if (!i_rst_n) begin
      r_current_state  <= INCREMENTING;
      r_data           <= '0;
      clk_cycle_count  <= 32'd0;
    end else begin
      r_current_state  <= r_next_state;
      r_data           <= r_data_n;
      clk_cycle_count  <= clk_cycle_count_n;
    end
  end
  always @(*) begin
    r_next_state        = r_current_state;
    r_data_n            = r_data;
    clk_cycle_count_n   = clk_cycle_count;
    case (r_current_state)
      INCREMENTING: begin
        r_data_n = r_data + 1;
        if (clk_cycle_count == HOLD_CYCLES) begin
          r_next_state      = HOLDING_HIGH;
          clk_cycle_count_n = 32'd0;
        end else begin
          clk_cycle_count_n = clk_cycle_count + 1;
        end
      end
      DECREMENTING: begin
        r_data_n = r_data - 1;
        if (clk_cycle_count == HOLD_CYCLES) begin
          r_next_state      = HOLDING_LOW;
          clk_cycle_count_n = 32'd0;
        end else begin
          clk_cycle_count_n = clk_cycle_count + 1;
        end
      end
      HOLDING_LOW: begin
        if (clk_cycle_count == HOLD_CYCLES) begin
          r_next_state      = INCREMENTING;
          clk_cycle_count_n = 32'd0;
        end else begin
          clk_cycle_count_n = clk_cycle_count + 1;
        end
      end
      HOLDING_HIGH: begin
        if (clk_cycle_count == HOLD_CYCLES) begin
          r_next_state      = DECREMENTING;
          clk_cycle_count_n = 32'd0;
        end else begin
          clk_cycle_count_n = clk_cycle_count + 1;
        end
      end
      default: begin
        r_next_state      = INCREMENTING;
        r_data_n          = '0;
        clk_cycle_count_n = 32'd0;
      end
    endcase
  end
  assign o_data = r_data;
endmodule
==> flow/run.sh <==
#!/bin/bash
# OpenROAD 26Q1-2900-gdf79404cd8, Yosys 0.63+post, stock flow scripts
make -C /OpenROAD-flow-scripts/flow DESIGN_CONFIG=/design/flow/config.mk WORK_HOME=/design/flow/orfs finish
==> flow/config.mk <==
export PLATFORM = sky130hd
export DESIGN_NAME = input_fsm
export DESIGN_NICKNAME = input_fsm
export VERILOG_FILES = /design/flow/design.v
export SDC_FILE = /design/flow/constraint.sdc
export NUM_CORES = 4
export LEC_CHECK = 1
export CORE_UTILIZATION = 30
==> flow/constraint.sdc <==
current_design input_fsm

set clk_period 4.3
set clk_io_pct 0.2

create_clock -name clk0 -period $clk_period [get_ports {i_clk}]

set non_clock_inputs [all_inputs -no_clocks]
set_input_delay [expr $clk_period * $clk_io_pct] -clock clk0 $non_clock_inputs
set_output_delay [expr $clk_period * $clk_io_pct] -clock clk0 [all_outputs]
==> out/highlights.md <==
• **cell total in the yosys stat output** 307
• **final weighted congestion in routability-driven placement** 0.860
• **sum of met2 wire segment lengths after detailed routing** 2600 microns
• **Met3 Wirelength** 181 microns
• **final WL** 5630 microns
• **overall die width** 102 microns
• **sinks on the clock net** 52
• **worst clock skew on the final layout** 0.00797 ns
• **H-tree Lvls** 2
• **delay of the slowest cell on the worst path** 0.69 ns
• **global router's overall resource usage** 12.2%
• **Data required, critical path** 4.49 ns
• **FF/Latch Area** 0.00130 sq mm
• **Tightest Pin Transition** 0.781 ns
• **DR top layer** met4
• **count of final setup violators** 0
• **TritonRoute pass-1 iters** 4
• **Post-synth EDFFs** 0
• **tally of filler cells in the layout** 971
• **relative slew slack** 47.9%
• **Max Slew Vio Count** 0
• **fraction of the core area occupied by cells at floorplan** 30.8%
• **cell type contributing the most total cell area after synthesis** dfrtp_1
• **Max-Cap Viols** 0
• **setup TNS** 0 ns
• **Fmax** 0.368 GHz
• **maximum number of pins on one net before global-route repair** 53
• **detailed placer's ending HPWL** 4010 microns
• **maximum fanout encountered on the critical timing path** 22
• **path type of the worst min-delay path** flop to flop
• **Cell Rows** 36
• **IO buf count** 17
• **final worst-path cycle share** 63.2%
• **type of element capturing the critical path** flop
• **Total Die Area** 0.0104 sq mm
• **post-cts hold-fix buffer tally** 0
• **proportion of synthesized chip area in sequential cells** 43.2%
• **final tally of hold violations** 0
• **via count of the routed design** 2,273
• **Die H** 102 microns
• **post-synthesis sequential element count** 52
• **library cells used by synthesis** 50
• **clock transition time at the flip-flop clock pins of the worst setup and hold paths** 0.10 ns
• **total standard cell area after synthesis** 0.00301 sq mm
• **YS warnings** 1
• **maximum clock insertion buffer count** 2
• **1st-iter DRT viols** 62
• **wire length of the first global-routing pass** 10,200 microns
• **proportion of layout cells with a drive suffix above 1** 7.34%
• **worst-skew pair later-pin latency** 0.30 ns
• **total antenna diodes in the routed design** 0
• **# DRC** 0
• **library cell used as clock root buffer** clkbuf_8
• **yosys synthesis chip area** 0.00301 sq mm
• **cell-by-cell trace of the critical path** fa_1 -> a211oi_1 -> o21ai_0 -> a21boi_0 -> a2bb2oi_1 -> nand3_1
• **Std-Cell Core Area** 0.00977 sq mm
• **gate count after technology mapping** 307
• **Avg Cell Area, Syn** 9.81 sq um
• **TritonCTS clock tree** built
• **buffers inserted by post-CTS timing repair** 0
• **setup repair after global routing missed its margin** false
• **number of cells after detailed placement** 452
• **Main area contributors** dfrtp_1 (42%), xnor2_1 (6.7%), ha_1 (6.6%)
• **run status** finished clean
• **top-area cell type share of the netlist area** 42.4%
• **post-CTS resize count** 0
• **Data arrival, critical path** 2.91 ns
• **OpenROAD warnings** 26
• **number of CTS-inserted buffers** 5
• **via density per instance** 4.94
• **Final Critical Period** 2.72 ns
• **Commonest flop** dfrtp_1
• **post-synthesis to final-layout area growth** 15.8%
• **detailed-route wire length on metal 1** 2820 microns
• **antenna violations before repair** 0
• **via count of the first global-routing pass** 2,235
• **ANT nets after route** 0
• **PD cells** 274 mW/mm^2
• **leakage component of the power** 1.52 nW
• **maximum VDD drop** 0.175 mV
• **overall power consumption** 0.954 mW
• **global route overflow** 0
• **ports placed on the boundary** 18
• **slowest CP cell** dfrtp_1
• **Gate Area** 0.00167 sq mm
• **number of standard cells in the layout, taps in and fillers out** 460
• **start-to-end type of the worst setup path** flop to flop
• **Post-synth ARST share** 100%
• **detail-routed net length per standard cell** 12.2 microns
• **type of origin of the critical path** flop
[cell type report]
cell class                      count  area share [%]
Multi-Input combinational cell    244            47.7
Sequential cell                    52            37.3
Timing Repair Buffer               19            5.16
Tap cell                          133            4.77
Clock inverter                      3            2.58
Clock buffer                        5            1.97
Inverter                            4           0.430
[cell usage in the layout, fill, tap and decap left out, drive strengths merged, types with 14 or more instances in the layout]
cell	n
nor2	19
nand3	15
ha	16
o21ai	18
xnor2	23
dfrtp	51
xor2	14
a21oi	14
clkdlybuf4s50	16
nand2	40
[through the flow]
stage	utilization (%)	hold slack (ns)	worst slack (ns)	instance area, sq um
after floorplan	-	0.446	2.01	3010
after global placement	34.1	0.462	1.72	3330
after detailed placement	34.1	0.471	1.61	3330
after CTS	35.7	0.485	1.60	3490
after global routing	35.7	0.496	1.40	3490
final	35.7	0.476	1.58	3490
[synth_stat cells, types with 4 or more instances]
cell and n:
inv_1 4, dfrtp_1 51, nor2_1 19, o21a_1 5, a21oi_1 14, and4_1 4, o21ai_0 18, nand4_1 12
or3_1 4, xor2_1 14, mux2_2 4, nand3_1 14, o31ai_1 4, ha_1 16, xnor2_1 23, nand2_1 40
a21o_1 4, nor3_1 8
[worst paths after layout]
kind                                               startpoint                       endpoint  slack (ns)  cells after the start
worst min-delay path            clk_cycle_count[31]$_DFF_PN0_  clk_cycle_count[31]$_DFF_PN0_        0.48                      1
max in group asynchronous                             i_rst_n  clk_cycle_count[26]$_DFF_PN0_        3.20                      2
worst max register to register                           flop         r_data[12]$_DFFE_PN0N_        1.58                      6
min in group asynchronous                             i_rst_n          r_data[9]$_DFFE_PN0N_        0.65                      2
worst max-delay path                                     flop         r_data[12]$_DFFE_PN0N_        1.58                      6
worst min register to register  clk_cycle_count[31]$_DFF_PN0_  clk_cycle_count[31]$_DFF_PN0_        0.48                      1
[routing by layer]
metal	global-route usage (%)	vias up
li1	-	1159
met1	17.9	1079
met2	20.4	33
met3	1.74	2
met4	1.10	0
met5	0	-
[report_power, final]
part	leakage, nW	internal (mW)	switching (mW)
clock network	0.0784	0.291	0.165
registers	0.704	0.489	0
logic	0.735	0.000909	0.00910
[cells by family (layout without fill, tap and decap cells)]
family | count (synthesis) | count (layout) | synth area share, %
flops | 52 | 52 | 43.2
compound gates | 61 | 61 | 13.3
buf+inv | 11 | 31 | 1.49
fa+ha+maj | 17 | 17 | 7.31
mux | 6 | 6 | 2.16
simple gates | 123 | 123 | 21.8
xor+xnor | 37 | 37 | 10.8
[registers in the layout (all words and copies together) (netlist names), named ones only]
register and flops:
clk_cycle_count 32, r_data 16
[critical path: cells and delay by family, from the launching register on]
family                     cells  cell delay (ns)
DFF                            1             0.69
and+or+nand+nor                1             0.10
adders and majority gates      1             0.58
AOI/OAI and AO/OA              4             1.25
Power and IR drop assume default switching activity.
