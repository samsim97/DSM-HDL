File: /design/flow/design.v
package input_pkg;
endpackage
module dsm_dac #(
  parameter integer DATA_WIDTH = 16,
  parameter integer ACC_WIDTH  = DATA_WIDTH + 3
) (
  input  wire i_clk,
  input  wire i_rst_n,
  input  wire i_en,
  input  wire signed [DATA_WIDTH-1:0] i_data,
  output wire o_dac_bitstream
);
  localparam integer ADDITIONAL_DELTA_WIDTH        = 1;
  localparam integer DELTA_WIDTH                   = DATA_WIDTH + ADDITIONAL_DELTA_WIDTH;
  localparam signed [DELTA_WIDTH-1:0] FEEDBACK_MAG = 1 << (DATA_WIDTH - 1);
  wire signed [DELTA_WIDTH-1:0] w_delta_out;
  wire signed [DELTA_WIDTH-1:0] w_delta_data_in_ext = {{(DELTA_WIDTH-DATA_WIDTH){i_data[DATA_WIDTH-1]}}, i_data};
  reg signed [ACC_WIDTH-1:0] r_int_data;
  wire signed [ACC_WIDTH-1:0] w_int_data_ext = {{(ACC_WIDTH-DELTA_WIDTH){w_delta_out[DELTA_WIDTH-1]}}, w_delta_out};
  wire w_quantize_bit;
  always @(posedge i_clk or negedge i_rst_n) begin
    if (!i_rst_n) begin
      r_int_data <= '0;
    end else if (i_en) begin
      r_int_data <= r_int_data + w_int_data_ext;
    end
  end
  assign w_delta_out     = w_delta_data_in_ext - (w_quantize_bit ? FEEDBACK_MAG : -FEEDBACK_MAG);
  assign w_quantize_bit  = (r_int_data >= 0) ? 1'b1 : 1'b0;
  assign o_dac_bitstream = w_quantize_bit;
endmodule
File: /design/flow/run.sh
#!/bin/bash
# OpenROAD 26Q1-2900-gdf79404cd8, Yosys 0.63+post, stock flow scripts
make -C /OpenROAD-flow-scripts/flow DESIGN_CONFIG=/design/flow/config.mk WORK_HOME=/design/flow/orfs finish
File: /design/flow/config.mk
export PLATFORM = sky130hd
export DESIGN_NAME = dsm_dac
export DESIGN_NICKNAME = dsm_dac
export VERILOG_FILES = /design/flow/design.v
export SDC_FILE = /design/flow/constraint.sdc
export NUM_CORES = 4
export LEC_CHECK = 1
export CORE_AREA = 10 10 95 95
export DIE_AREA = 0 0 105 105
File: /design/flow/constraint.sdc
current_design dsm_dac

set clk_period 6.3
set clk_io_pct 0.2

create_clock -name clk0 -period $clk_period [get_ports {i_clk}]

set non_clock_inputs [all_inputs -no_clocks]
set_input_delay [expr $clk_period * $clk_io_pct] -clock clk0 $non_clock_inputs
set_output_delay [expr $clk_period * $clk_io_pct] -clock clk0 [all_outputs]
==> notes.md <==
Item: results of the latest flow run.

- The flow ran to the end, and the final reports show no timing, DRC or antenna violations.
- By area the synthesized netlist is led by sky130_fd_sc_hd__dfrtp_1, sky130_fd_sc_hd__ha_1, sky130_fd_sc_hd__mux2_2.
- The final layout reports a setup TNS of 0 ps.
- The vertical die dimension reported for this design is 105 µm.
- The number of instances in the synthesized netlist is 193.
- The number of global-route vias before repair is 1349.
- In this run the deepest clock path goes through 2 buffers.
- The minimum clock period is 3380 ps.
- The warning tally printed by Yosys for this design is 1.
- The total wirelength of the detailed-routed design is 3850 µm.
- In this run the core area contains 30 standard-cell rows.
- In this run the static leakage power is 0.856 nW.
- The critical path maximum fanout is 3.
- Of the total synthesized cell area, the portion taken by AND-OR and OR-AND cells is 0.250.
- The final route contains 1423 vias.
- The count of instantiated cells in the yosys netlist is 193.
- Averaged over all synthesized cells, the footprint is 8.82 µm².
- After synthesis, the most frequently instantiated cells are sky130_fd_sc_hd__dfrtp_1, sky130_fd_sc_hd__nand2_1, sky130_fd_sc_hd__ha_1.
- The adder and majority gate portion of the synthesized area is 0.144.
- The residual DRC count is 0.
- The number of clock sinks is 19.
- The worst path setup slack after routing is 2920 ps.
- The type of the tightest min-delay check is reg -> reg.
- The die extent in x is 105 µm.
- Clock latency on the worst-skew pair, taken at its later pin, is 260 ps.
- Per the power-grid run, VDD falls by no more than 0.180 mV.
- The number of placed instances with taps included is 301.
- Between the synthesized netlist and the finished layout, the area growth was recorded as 19.0%.
- The registers of the reported paths see a clock transition of 80 ps.
- The dominant cell type by area after synthesis is sky130_fd_sc_hd__dfrtp_1.
- Looking at the clock tree report, the root buffer type is sky130_fd_sc_hd__clkbuf_8.
- Dividing the detail-routed wire length by the instance count gives 12.6 µm.
- Static timing analysis puts the maximum clock frequency at 296 MHz.
- After the first detailed-routing iteration, the DRC count stood at 43.
- Final hold analysis gives a worst-case slack of 487 ps.
- The main logic family after synthesis is AND-OR/OR-AND gates.
- The critical path startpoint category is an input port.
- The final cell count without fillers is 305.
- The data arrival at the endpoint of the critical path is 3530 ps.
- The final timing report lists a hold violation count of 0.
- The region available for standard cell placement spans 6910 µm².
- The detailed-route vias per instance is 4.67.
- The post-route core utilization is 0.293.
- The classification of the worst setup path is in -> reg.
- Setup repair after global routing left no endpoint under its margin.
- The post-synthesis mux area share is 0.0772.
- The number of max-capacitance violations reported is 0.
- Per the repair_timing log after CTS, setup buffers inserted total 0.
- Yosys mapped the design onto 52 distinct sky130hd cell types.
- The final report lists the setup-violating endpoint count as 0.
- Per the TritonCTS log, the buffer count is 3.
- The all-layer global routing usage is 0.0704.
- The placement-stage worst setup slack is 2670 ps.
- The share of synthesized area in the top cell type comes to 0.279.
- Before any placement, the netlist area is recorded as 1700 µm².
- The most used flip-flop cell after synthesis is sky130_fd_sc_hd__dfrtp_1.
- The share of flip-flops with an asynchronous set or reset after synthesis is 1.00.
- The register bit count reported by yosys is 19.
- The share of the Yosys chip area taken by registers is 0.279.
- The chip occupies 11000 µm².
- The report lists the power per cell area as 480 nW/µm².
- Per the GRT congestion report, total overflow comes to 0.
- The CTS tree is done.
- Looking at the max-slew report, the worst-margin pin has a slew of 758 ps.
- In the routed netlist, the antenna diode instances number 0.
- The number of enable flip-flop cells is 0.
- Detailed placement ended at an HPWL of 2980 µm.
- The setup clock skew after layout is 6.49 ps.
- The count of cells resized by post-cts repair is 0.
- The number of antenna violations at the first check in global routing is 0.
- The required time at the endpoint of the critical path is 6450 ps.
- The yosys-reported design area after synthesis is 1700 µm².
- 20 I/O pins were placed.
- The wire length of the first global-routing pass is 6690 µm.
- The detailed-routing iteration count for the pre-antenna-repair pass is 4.
- The number of slew-limit violations in the final report is 0.
- The worst slew margin relative to its limit is 0.493.
- In this run the tools logged warnings totalling 25.
- At the floorplan stage, the core utilization is reported as 0.246.
- Per the gpl log, the routability congestion estimate is 0.867.
- The post-layout period usage of the worst path is 0.536.
- The post-detailed-route count of antenna-violating nets is 0.
- The number of port buffers is 19.
- The pin count of the biggest net entering global routing is 21.
- The number of hold buffers added after CTS was 0.
- Looking at the clock tree report, the H-tree level count equals 1.
- The flip-flop count of the largest register after layout is 19.
- The endpoint class of the critical path is a flip-flop.
- The register name with the most flops is r_int_data.
- The minimum setup slack among reg-to-reg paths is 4040 ps.
- Per the final layout report, the fraction of cells sized above drive strength 1 comes to 0.0957.
- The largest registers in the layout are r_int_data: 19 flops.
- The cell-mix breakdown from Yosys lists the simple-gate area share as 0.157.
- In this run, the synthesized area fraction spent on xor and xnor cells is recorded as 0.0515.
[cell usage in the layout (no fill, tap or decap), types with 2 or more instances in the layout]
master,synthesis,final
sky130_fd_sc_hd__nor3_1,3,3
sky130_fd_sc_hd__nand2_1,19,19
sky130_fd_sc_hd__or3_1,2,2
sky130_fd_sc_hd__o21ai_1,4,4
sky130_fd_sc_hd__o21a_1,5,5
sky130_fd_sc_hd__xor2_1,3,3
sky130_fd_sc_hd__o211ai_1,3,3
sky130_fd_sc_hd__o21bai_1,2,2
sky130_fd_sc_hd__clkdlybuf4s50_1,0,19
sky130_fd_sc_hd__nand3_1,6,6
sky130_fd_sc_hd__ha_1,18,18
sky130_fd_sc_hd__a211oi_1,3,3
sky130_fd_sc_hd__nor2_1,14,14
sky130_fd_sc_hd__a21oi_1,12,12
sky130_fd_sc_hd__clkbuf_8,0,3
sky130_fd_sc_hd__o21ai_0,9,9
sky130_fd_sc_hd__mux2_2,9,9
sky130_fd_sc_hd__xnor2_1,7,7
sky130_fd_sc_hd__nor4_1,2,2
sky130_fd_sc_hd__nand4_1,2,2
sky130_fd_sc_hd__nand2b_1,3,3
sky130_fd_sc_hd__a21o_1,4,4
sky130_fd_sc_hd__mux2i_1,3,3
sky130_fd_sc_hd__inv_1,8,8
sky130_fd_sc_hd__dfrtp_1,19,19
[worst max-delay path, stage by stage]
cell and delay (ps):
sky130_fd_sc_hd__clkdlybuf4s50_1 460, sky130_fd_sc_hd__ha_1 180, sky130_fd_sc_hd__inv_1 60, sky130_fd_sc_hd__fa_1 390, sky130_fd_sc_hd__nand2b_1 180, sky130_fd_sc_hd__a21oi_1 190, sky130_fd_sc_hd__o31a_1 230, sky130_fd_sc_hd__o221a_1 260
sky130_fd_sc_hd__nor4bb_1 70, sky130_fd_sc_hd__a221o_1 260
[kinds of logic (layout without fill, tap and decap cells)]
group,after synthesis,in the layout
compound gates,60,60
xor+xnor,10,10
fa+ha+maj,19,19
buf+inv,16,32
flops,19,19
mux,12,12
simple gates,57,57
[layout make-up]
type                    instances  area, µm²
multi-input cells             158       1160
repair buffers                 20        198
flip-flops and latches         19        475
well taps                      96        120
clock buffers                   4       45.0
inverters                       8       30.0
fillers                       754       4880
[metrics by stage]
| step | power, mW | area [µm²] |
|---|---|---|
| floorplan | 0.763 | 1700 |
| global placement | 0.878 | 1980 |
| detailed placement | 0.882 | 1980 |
| CTS | 0.976 | 2030 |
| global route | 1.08 | 2030 |
| finish | 0.973 | 2030 |
[power by group]
| part | total, mW | switching, mW | internal [mW] |
|---|---|---|---|
| registers | 0.220 | 0.0333 | 0.187 |
| clock network | 0.0873 | 0.0423 | 0.0450 |
| logic | 0.665 | 0.350 | 0.315 |
| total | 0.973 | 0.426 | 0.547 |
[routing by layer]
metal,vias to the layer above,routed length (µm),global-route usage
met4,0,0,0.00392
met3,0,115,0.0130
met2,30,1630,0.101
met1,647,2110,0.110
met5,-,0,0
li1,746,-,-
[path summary, 6_finish.rpt]
kind                       depth (start not counted)          start             end
hold reg to reg                                    2  r_int_data[7]   r_int_data[7]
min in group asynchronous                          2        i_rst_n  r_int_data[18]
max in group asynchronous                          2        i_rst_n   r_int_data[4]
setup / recovery                                  10      i_data[0]  r_int_data[18]
setup reg to reg                                   9  r_int_data[0]  r_int_data[18]
hold / removal                                     2  r_int_data[7]   r_int_data[7]
Power and IR drop assume default switching activity.
